--- design.v ---
module CHIP(clk,
            rst_n,
            mem_wen_D,
            mem_addr_D,
            mem_wdata_D,
            mem_rdata_D,
            mem_addr_I,
            mem_rdata_I);
    input         clk, rst_n ;
    output        mem_wen_D  ;
    output [31:0] mem_addr_D ;
    output [31:0] mem_wdata_D;
    input  [31:0] mem_rdata_D;
    output [31:0] mem_addr_I ;
    input  [31:0] mem_rdata_I;
    reg    [31:0] PC          ;               
    reg    [31:0] PC_nxt      ;               
    reg           regWrite    ;               
    wire   [ 4:0] rs1, rs2, rd;               
    wire   [31:0] rs1_data    ;               
    wire   [31:0] rs2_data    ;               
    reg    [31:0] rd_data     ;               
    wire        do_multiply, ready_multiply, is_eq;
    wire [2:0]  memtoreg_case, func3, PC_case;
    wire [3:0]  aluin_case;
    wire [6:0]  opcode, func7;
    wire [31:0] Instruction, PC_add_four, PC_add_imm, rs1_add_imm, ALUin1, ALUin2;
    wire [63:0] multiply_result;
    reg         branch, jal, jalr, ALUsrc, memRead, memWrite, Zero, do_auipc, do_jump, memToReg, doing_multiply;
    reg  [1:0]  ALUop;
    reg  [3:0]  ALU_ctrl;
    reg  [31:0] Immediate, ALU_out;
    reg_file reg0(                            
        .clk(clk),                            
        .rst_n(rst_n),                        
        .wen(regWrite),                       
        .a1(rs1),                             
        .a2(rs2),                             
        .aw(rd),                              
        .d(rd_data),                          
        .q1(rs1_data),                        
        .q2(rs2_data));                       
    assign Instruction = mem_rdata_I;
    assign mem_addr_I = PC;
    assign func7  = Instruction[31:25];
    assign rs2    = Instruction[24:20];
    assign rs1    = Instruction[19:15];
    assign func3  = Instruction[14:12];
    assign rd     = Instruction[11: 7];
    assign opcode = Instruction[6 : 0];
    assign mem_wen_D = memWrite;  
    parameter R_TYPE = 7'b0110011;
    parameter I_TYPE = 7'b0010011;
    parameter I_JALR = 7'b1100111;
    parameter S_TYPE = 7'b0100011;
    parameter B_TYPE = 7'b1100011;
    parameter JAL    = 7'b1101111;
    parameter AUIPC  = 7'b0010111;
    parameter LOAD   = 7'b0000011;
    assign do_multiply = (func7 == 7'b0000001) & (opcode == R_TYPE);
    always@(*) begin
          if(do_multiply) begin
              if(!ready_multiply) begin
                  doing_multiply = 1'b1;
              end
              else begin
                  doing_multiply = 1'b0;
              end
          end
          else begin
              doing_multiply = 1'b0;
          end
    end
    mulDiv mul0(
        .clk(clk),
        .rst_n(rst_n),
        .valid(do_multiply),
        .ready(ready_multiply),
        .mode(1'b0),
        .in_A(rs1_data),
        .in_B(rs2_data),
        .out(multiply_result));
    always@(*) begin
        case (opcode)
            R_TYPE : begin
                branch   = 1'b0;
                jal      = 1'b0;
                jalr     = 1'b0;
                ALUsrc   = 1'b0;
                memWrite = 1'b0;
                regWrite = !(do_multiply & doing_multiply);
                memToReg = 1'b0;
                do_jump  = 1'b0;
                do_auipc = 1'b0;
                ALUop    = 2'b10;
                Immediate = 32'b0;
            end
            I_TYPE : begin
                branch   = 1'b0;
                jal      = 1'b0;
                jalr     = 1'b0;
                ALUsrc   = 1'b1;
                memWrite = 1'b0;
                regWrite = 1'b1;
                memToReg = 1'b0;
                do_jump  = 1'b0;
                do_auipc = 1'b0;
                ALUop    = 2'b10;
                if (!Instruction[31])
                    Immediate = {21'b0, Instruction[30:20]};
                else
                    Immediate = {21'b111111111111111111111, Instruction[30:20]};
            end
            I_JALR: begin
                branch   = 1'b0;
                jal      = 1'b0;
                jalr     = 1'b1;
                ALUsrc   = 1'b1;
                memWrite = 1'b0;
                regWrite = 1'b1;
                memToReg = 1'b0;
                do_jump  = 1'b1;
                do_auipc = 1'b0;
                ALUop    = 2'b00;
                if (!Instruction[31])
                    Immediate = {21'b0, Instruction[30:21], Instruction[20]};
                else
                    Immediate = {21'b111111111111111111111, Instruction[30:21], Instruction[20]};
            end
            S_TYPE: begin
                branch   = 1'b0;
                jal      = 1'b0;
                jalr     = 1'b0;
                ALUsrc   = 1'b1;
                memWrite = 1'b1;
                regWrite = 1'b0;
                memToReg = 1'b0;
                do_jump  = 1'b0;
                do_auipc = 1'b0;
                ALUop    = 2'b00;
                if (!Instruction[31])
                    Immediate = {21'b0, Instruction[30:25], Instruction[11:8], Instruction[7]};
                else
                    Immediate = {21'b111111111111111111111, Instruction[30:25], Instruction[11:8], Instruction[7]};
            end
            B_TYPE: begin
                branch   = 1'b1;
                jal      = 1'b0;
                jalr     = 1'b0;
                ALUsrc   = 1'b0;
                memWrite = 1'b0;
                regWrite = 1'b0;
                memToReg = 1'b0;
                do_jump  = 1'b0;
                do_auipc = 1'b0;
                ALUop    = 2'b01;
                if (!Instruction[31])
                    Immediate = {20'b0, Instruction[7], Instruction[30:25], Instruction[11:8], 1'b0};
                else
                    Immediate = {20'b11111111111111111111, Instruction[7], Instruction[30:25], Instruction[11:8], 1'b0};
            end
            JAL: begin
                branch   = 1'b0;
                jal      = 1'b1;
                jalr     = 1'b0;
                ALUsrc   = 1'b0;
                memWrite = 1'b0;
                regWrite = 1'b1;
                memToReg = 1'b0;
                do_jump  = 1'b1;
                do_auipc = 1'b0;
                ALUop    = 2'b00;
                if (!Instruction[31])
                    Immediate = {12'b0, Instruction[19:12], Instruction[20], Instruction[30:21], 1'b0};
                else
                    Immediate = {12'b111111111111, Instruction[19:12], Instruction[20], Instruction[30:21], 1'b0};
            end
            AUIPC: begin
                branch   = 1'b0;
                jal      = 1'b0;
                jalr     = 1'b0;
                ALUsrc   = 1'b0;
                memWrite = 1'b0;
                regWrite = 1'b1;
                memToReg = 1'b0;
                do_jump  = 1'b0;
                do_auipc = 1'b1;
                ALUop    = 2'b00;
                if (!Instruction[31])
                    Immediate = {13'b0, Instruction[30:12]};
                else
                    Immediate = {13'b1111111111111, Instruction[30:12]};
            end
            LOAD: begin
                branch   = 1'b0;
                jal      = 1'b0;
                jalr     = 1'b0;
                ALUsrc   = 1'b1;
                memWrite = 1'b0;
                regWrite = 1'b1;
                memToReg = 1'b1;
                do_jump  = 1'b0;
                do_auipc = 1'b0;
                ALUop    = 2'b00;
                if (!Instruction[31])
                    Immediate = {21'b0, Instruction[30:20]};
                else
                    Immediate = {21'b111111111111111111111, Instruction[30:20]};
            end
            default: begin
                branch   = 1'b0;
                jal      = 1'b0;
                jalr     = 1'b0;
                ALUsrc   = 1'b0;
                memWrite = 1'b0;
                regWrite = 1'b0;
                memToReg = 1'b0;
                do_jump  = 1'b0;
                do_auipc = 1'b0;
                ALUop    = 2'b00;
                Immediate = 32'b0;
            end
        endcase
    end
    always@(*) begin
        case (ALUop)
        2'b00:
            ALU_ctrl = 4'b0000;  
        2'b01:
            ALU_ctrl = 4'b1000;  
        2'b10: begin
            if (opcode == R_TYPE) begin  
                ALU_ctrl = {Instruction[30], func3};  
            end
            else begin
                if (func3 == 3'b101)
                    ALU_ctrl = {Instruction[30], func3};  
                else
                    ALU_ctrl = {1'b0, func3};  
            end
        end
        default:
            ALU_ctrl = 4'b0000;
        endcase
    end
    assign  ALUin1 = rs1_data;
    assign  ALUin2 = ALUsrc ? Immediate : rs2_data;
    always@(*) begin
        if(!do_multiply) begin
            Zero = 0;
            case (ALU_ctrl)
            4'b0000:  
                ALU_out = ALUin1 + ALUin2;
            4'b1000: begin  
                ALU_out = ALUin1 - ALUin2;
                if (ALU_out == 32'b0)
                    Zero = 1;
                else
                    Zero = 0;
            end
            4'b0010:  
                ALU_out = ( $signed( ALUin1 ) < $signed( ALUin2 ) ) ? 32'b1 : 32'b0;
            4'b0001:  
                ALU_out = ALUin1 << ALUin2;
            4'b0101:  
                ALU_out = ALUin1 >> ALUin2;
            4'b1101:  
                ALU_out = $signed( ALUin1 ) >>> ALUin2;
            4'b0110:  
                ALU_out = ALUin1 | ALUin2;
            4'b0111:  
                ALU_out = ALUin1 & ALUin2;
            4'b0100:  
                ALU_out = ALUin1 ^ ALUin2;
            default:
                ALU_out = 32'b0;
            endcase
        end
        else
            if (ready_multiply)  
                ALU_out = multiply_result[31:0];
            else
                ALU_out = 32'b0;
    end
    assign rs1_add_imm = rs1_data + Immediate;
    assign mem_wdata_D = rs2_data;
    assign mem_addr_D  = ALU_out;
    assign PC_add_four  = PC + 32'd4;
    assign PC_add_imm   = PC + Immediate;
    assign memtoreg_case = {memToReg, do_jump, do_auipc};
    parameter NORMAL  = 3'b000;
    parameter DOLOAD  = 3'b100;
    parameter DOJUMP  = 3'b010;
    parameter DOAUIPC = 3'b001;
    always@(*) begin
        case(memtoreg_case)
            NORMAL:
                rd_data = ALU_out;
            DOLOAD:
                rd_data = mem_rdata_D;
            DOJUMP:
                rd_data = PC_add_four;
            DOAUIPC:
                rd_data = PC_add_imm;
            default:
                rd_data = 32'b0;
        endcase
    end
    assign is_eq = (Zero & branch);
    assign PC_case = {is_eq, jal, jalr};
    always @(*) begin
        case(PC_case)
            3'b100:
                PC_nxt = PC_add_imm;
            3'b010:
                PC_nxt = PC_add_imm;
            3'b001:
                PC_nxt = rs1_add_imm;
            default:
                PC_nxt = PC_add_four;
        endcase
    end
    always @(posedge clk or negedge rst_n) begin
        if (!rst_n) begin
            PC <= 32'h00010000;  
        end
        else if(!doing_multiply) begin  
            PC <= PC_nxt;
        end
    end
endmodule
module reg_file(clk, rst_n, wen, a1, a2, aw, d, q1, q2);
    parameter BITS = 32;
    parameter word_depth = 32;
    parameter addr_width = 5;  
    input clk, rst_n, wen;  
    input [BITS-1:0] d;
    input [addr_width-1:0] a1, a2, aw;
    output [BITS-1:0] q1, q2;
    reg [BITS-1:0] mem [0:word_depth-1];
    reg [BITS-1:0] mem_nxt [0:word_depth-1];
    integer i;
    assign q1 = mem[a1];
    assign q2 = mem[a2];
    always @(*) begin
        for (i=0; i<word_depth; i=i+1)
            mem_nxt[i] = (wen && (aw == i)) ? d : mem[i];
    end
    always @(posedge clk or negedge rst_n) begin
        if (!rst_n) begin
            mem[0] <= 0;
            for (i=1; i<word_depth; i=i+1) begin
                case(i)
                    32'd2: mem[i] <= 32'hbffffff0;
                    32'd3: mem[i] <= 32'h10008000;
                    default: mem[i] <= 32'h0;
                endcase
            end
        end
        else  begin
            mem[0] <= 0;
            for (i=1; i<word_depth; i=i+1)
                mem[i] <= mem_nxt[i];
        end
    end
endmodule
module mulDiv(
    clk,
    rst_n,
    valid,
    ready,
    mode,
    in_A,
    in_B,
    out
);
    input         clk, rst_n;
    input         valid, mode;  
    output        ready;
    input  [31:0] in_A, in_B;
    output [63:0] out;
    parameter IDLE = 2'b00;
    parameter MUL  = 2'b01;
    parameter DIV  = 2'b10;
    parameter OUT  = 2'b11;
    reg  [ 1:0] state, state_nxt;
    reg  [ 4:0] counter, counter_nxt;
    reg  [63:0] shreg, shreg_nxt;
    reg  [31:0] alu_in, alu_in_nxt;
    reg  [32:0] alu_out;
    assign ready = (state == OUT) ? 1'b1 : 1'b0;
    assign out = (ready == 1'b1) ? shreg : 64'b0;
    always @(*) begin
        case(state)
            IDLE: begin
                state_nxt	=	IDLE;
                case(valid)
                    1'b0:
                        state_nxt	=	IDLE;
                    1'b1:
                        state_nxt	=	(mode == 1'b1) ? DIV:MUL;
                    default:
                        state_nxt	=	IDLE;
                endcase
            end
            MUL :
                state_nxt	=	(counter == 5'd31) ? OUT : MUL;
            DIV :
                state_nxt	=	(counter == 5'd31) ? OUT : DIV;
            OUT :
                state_nxt = IDLE;
            default:
                state_nxt = IDLE;
        endcase
    end
    always @(*) begin
    	case (state)
  	    IDLE: counter_nxt = 0;
  	    OUT: counter_nxt = 0;
  	    MUL: counter_nxt = counter + 1;  
  	    DIV: counter_nxt = counter + 1;
	    endcase
    end
    always @(*) begin
        case (state)
            IDLE: begin
                if (valid)
                  alu_in_nxt = in_B;
                else
                  alu_in_nxt = 0;
            end
            OUT: alu_in_nxt = 0;
            default: alu_in_nxt = alu_in;  
        endcase
    end
    always @(*) begin
	   case (state)
      IDLE: alu_out = 32'b0;
	    MUL: begin
      	if (shreg[0] == 1'b1)
          alu_out = shreg[63:32] + alu_in;  
      	else
          alu_out = shreg[63:32];
	    end
	    DIV: begin
		    alu_out = shreg[63:32] - alu_in;  
	    end
      OUT: alu_out = 32'b0;
	  endcase
    end
    always @(*) begin
    case (state)
      IDLE: begin
        if (valid) begin
          if (mode == 1'b1)
            shreg_nxt = {31'b0, in_A, 1'b0};  
          else
            shreg_nxt = {32'b0, in_A};
        end
        else shreg_nxt = shreg;
      end
      MUL: begin
        shreg_nxt = {1'b0, alu_out, shreg[31:1]};  
      end
      DIV: begin
        if (counter == 5'b11111) begin
          if (alu_out[31] == 1'b1)  
            shreg_nxt = {1'b0, shreg[62:32], shreg[30:0], 1'b0};  
          else
            shreg_nxt = {1'b0, alu_out[30:0], shreg[30:0], 1'b1};  
        end
        else begin
          if (alu_out[31] == 1)
            shreg_nxt = {shreg[62:0], 1'b0};  
          else
            shreg_nxt = {alu_out[30:0], shreg[31:0], 1'b1};  
        end
      end
      OUT: shreg_nxt = shreg;
    endcase
    end
    always @(posedge clk or negedge rst_n) begin
        if (!rst_n) begin
          state <= IDLE;
          counter <= 0;
        end
        else begin
          state <= state_nxt;
    	    counter <= counter_nxt;
          alu_in <= alu_in_nxt;
    	    shreg <= shreg_nxt;
        end
    end
endmodule
--- run.sh ---
#!/bin/bash
# OpenROAD 26Q1-2900-gdf79404cd8, Yosys 0.63+post, stock flow scripts
make -C /OpenROAD-flow-scripts/flow DESIGN_CONFIG=/design/flow/config.mk WORK_HOME=/design/flow/orfs finish
--- config.mk ---
export PLATFORM = sky130hd
export DESIGN_NAME = CHIP
export DESIGN_NICKNAME = CHIP
export VERILOG_FILES = /design/flow/design.v
export SDC_FILE = /design/flow/constraint.sdc
export NUM_CORES = 4
export LEC_CHECK = 1
export CORE_UTILIZATION = 40
--- constraint.sdc ---
current_design CHIP

set clk_period 26.1
set clk_io_pct 0.2

create_clock -name clk0 -period $clk_period [get_ports {clk}]

set non_clock_inputs [all_inputs -no_clocks]
set_input_delay [expr $clk_period * $clk_io_pct] -clock clk0 $non_clock_inputs
set_output_delay [expr $clk_period * $clk_io_pct] -clock clk0 [all_outputs]
==> changes_impl.md <==
## Flow update

* Layout cells sized above 1 at 10.76%
* Yosys Instances at 9204
* Tool warning count at 131
* Main flop type: dfrtp_1
* Critical path's slowest cell: nor2b_4
* Gr usage total at 52.87%
* Yosys chip area at 0.07542 mm²
* Setup violations, final at 0
* Io pins at 163
* Minimum hold slack at 0.4785 ns
* Final Hold Viols at 0
* Max Cap Viol at 0
* Fillers at 17950
* Initial drt markers at 12180
* Clk root buf: clkbuf_16
* Post-CTS resize count at 0
* Fmax at 51.88 MHz
* Slew HR at 20.42%
* Final slew viol count at 0
* Total Die Area at 0.1903 mm²
* VDD IR max at 0.07011 mV
* Top area cell types: dfrtp_1, o21ai_0, nand2_1, a22oi_1, and3_1
* Worst reg2reg path depth at 22
* Largest net degree at the start of global routing at 120
* Delay-heaviest family, CP: AND-OR/OR-AND gates
* Mapped Avg Cell Area at 8.195 µm²
* Worst r2r src: reg0.mem[19][23]
* RSZ-0062 raised after global routing: false
* Fp util at 40.20%
* Row count at 159
* Crit path kind: primary input to output pin
* CP arrival at 14.05 ns
* Crit path buffers/inverters at 7
* Die width at 436.2 µm
* Crit path required time at 20.88 ns
* Yosys top cell area share at 33.24%
* Die height at 436.2 µm
* H-tree levels at 4
* Total CTS buffers at 133
* Most numerous cell in the Yosys netlist: nand2_1
* WHS Path Cells at 1
* Clk Latency, worst-skew pair at 0.84 ns
* EDFF count, synth at 96
* Ys async rst share at 91.42%
* Mapped cell area at 0.07542 mm²
* Initial antenna violation count at 62
* Slowest stage delay, CP at 0.82 ns
* Worst r2r dst: reg0.mem[12][30]
* R2r setup slk at 18.09 ns
* Synthesis-to-finish area growth at 13.65%
* Clk buf depth at 3
* Via-per-instance ratio at 7.137
* Top cells by count: nand2_1, o21ai_0, dfrtp_1
* Placed insts at 11470
* Yosys warning count at 5
* Worst-path clk slew at 0.06 ns
* Routed wire per std cell at 41.85 µm
* Power Dens Cells at 53.51 mW/mm²
* Worst setup SP type: primary input
* GPL Wtd Cong at 1.142
* ANT nets after route at 0
* Status: completed
* Setup Fix Bufs, Post-CTS at 0
* Dominant cell type by area after synthesis: dfrtp_1
* Drt total wl at 492700 µm
* Hold endpoint: mul0.counter[0]
* Tightest Hold Check Type: flip-flop to flip-flop
* Post-layout min period at 19.27 ns
* Mapped Cells at 9204
* DRC at 0
* Final Cycle Share at 73.85%
* Setup TNS at 0 ns
* Crit Path Max Fanout at 31
* Hold-fix buffers at CTS at 0
* Skew final at 0.06116 ns
* Worst Tran Pin Value at 1.188 ns
* Vias in the first global route at 78800
* P_leak at 37.46 nW
* # port buffers at 162
* Core area at 0.1876 mm²
* First-pass GRT wire length at 668700 µm
* Fin cells at 11770
* Register pins left without a clock at 1
* Crit path capture type: output pin
* Vias at 84020
* CTS tree: built
* Hold Crit Start: mul0.counter[0]
* Yosys cell types at 114
* Endpoints left unconstrained at 1
* Drt pass-1 iters at 9
* Gr ovfl total at 0
* Flops after synth at 1130
* Hpwl dp at 346000 µm
sequential cells by signal, indices dropped and copies added (netlist names):
signal	cells
mul0.state	4
Zero	1
mul0.shreg	64
mul0.counter	5
mul0.alu_in	32
PC	32
reg0.mem	992
where the power goes:
group / switching, mW / internal, mW
Clock: 0.842 / 1.16
Combinational: 0.512 / 0.205
Sequential: 0.0675 / 1.81
Total: 1.42 / 3.17
per-layer routing:
metal	vias to the layer above	routed length, µm	global-route usage [%]	part of all wire, %
li1	33990	-	-	-
met4	88	43970	34.66	8.9
met2	7225	192500	68.87	39
met1	40440	174600	64.51	35
met5	-	1683	4.788	0.34
met3	2277	79930	32.85	16
stage by stage:
stage	setup WS (ns)	cell area, µm²	util, %	power, mW
floorplan	10.47	75420	-	2.203
global placement	7.288	80930	43.14	2.583
detailed placement	7.380	80940	43.14	2.582
finish	6.826	85720	45.69	4.587
CTS	7.343	85580	45.62	4.553
global route	6.776	85610	45.63	4.674
layout by cell type, fill, tap and decap left out, drive strengths merged, types with 58 or more instances in the layout:
cell and count:
dfrtp 1002, and3 506, xnor2 122, nor2 488, o211ai 78, clkdlybuf4s50 156, mux2i 87, nand2 1331
a2111oi 136, clkbuf 196, edfxtp 96, a21oi 388, a22oi 435, diode 58, inv 199, a221oi 91
nor3 88, ha 221, o21ai 1263, a21o 73, nand4 164, buf 449, nor4 59, nand3 471
kinds of logic after synthesis:
group                      synth area share (%)
muxes                                     1.647
and+or+nand+nor                           21.99
AOI/OAI and AO/OA                         26.88
adders and majority gates                 3.839
xor gates and xnor gates                  1.951
latches                                 0.01990
DFF                                       38.15
buffers and inverters                     5.521
final cells by class:
type,count,area (µm²),area share [%]
inverter,201,754.5,0.8801
sequential,1130,28790,33.58
clock inverter,47,624.3,0.7283
multi-input combinational,7040,43320,50.54
timing repair buffer,605,4952,5.777
antenna,58,145.1,0.1693
tap,2495,3122,3.642
clock buffer,196,4013,4.681
worst max-delay path by stage:
stage | depth (start not counted) | slack (ns) | startpoint | endpoint
after global routing | 25 | 6.78 | mem_rdata_I[24] | mem_addr_D[26]
after CTS | 25 | 7.34 | mem_rdata_I[24] | mem_addr_D[26]
final | 26 | 6.83 | mem_rdata_I[19] | mem_addr_D[19]
Power is estimated from default activity; no workload was simulated.
